### constraint.sdc
current_design BBqM

set clk_period 6.9
set clk_io_pct 0.2

create_clock -name clk0 -period $clk_period [get_ports {CLK}]

set non_clock_inputs [all_inputs -no_clocks]
set_input_delay [expr $clk_period * $clk_io_pct] -clock clk0 $non_clock_inputs
set_output_delay [expr $clk_period * $clk_io_pct] -clock clk0 [all_outputs]
### design.v
module BBqM ( Up , Down , CLK , reset , Tcount , Empty_Flag , Full_Flag , Alarm_Flag , led0_Pcount , led1_Pcount , led0_Wtime , led1_Wtime ) ;
input Up , Down , CLK , reset ;
input [1:0] Tcount ; 
output Empty_Flag , Full_Flag , Alarm_Flag ;
output [6:0] led0_Pcount , led1_Pcount ;
output [6:0] led0_Wtime , led1_Wtime ;
wire [2:0] Pcount ;
wire [4:0] address ;
wire [4:0] wtime ;
Counter COUNTER ( Up , Down , CLK , reset , Pcount , Empty_Flag , Full_Flag , Alarm_Flag ) ;
assign address = { Tcount , Pcount};
ROM Rom (  address  , wtime ) ;
Display DISPLAY ( Pcount , wtime , led0_Pcount , led1_Pcount , led0_Wtime , led1_Wtime ) ;
endmodule
module Counter ( Up , Down , CLK , reset  , Pcount , Empty_Flag , Full_Flag , Alarm_Flag ) ;
input CLK , reset , Up , Down ;
output  [2:0]Pcount ;
output  Full_Flag , Empty_Flag , Alarm_Flag ; 
wire [2:0]Pcount ;
wire CLK5Hz ;
wire Q_UP , Q_DOWN ;
clock_divider clk ( CLK , reset , CLK5Hz ) ;
FF FF_UP ( CLK5Hz , reset , Up , Q_UP ) ;  
FF FF_DOWN (CLK5Hz , reset , Down , Q_DOWN ) ;  
UpDown_Counter_FSM UpDown( CLK5Hz , reset , Q_UP , Q_DOWN ,Pcount , Full_Flag , Empty_Flag , Alarm_Flag ) ;
endmodule
module Display( Pcount , Wtime , led0_Pcount , led1_Pcount , led0_Wtime , led1_Wtime ) ;
input [2:0]Pcount ;
input [4:0]Wtime ;
output [6:0]led0_Pcount , led1_Pcount ;
output [6:0]led0_Wtime , led1_Wtime ;
wire [3:0]Digit0_Wtime = Wtime % 10 ;
wire [3:0]Digit1_Wtime = Wtime / 10 ;
sevenSegments Digit0_Pcount ( { 1'b0 , Pcount } , led0_Pcount ) ;
sevenSegments Digit1_Pcount ( 4'b0000 , led1_Pcount ) ;
sevenSegments Digit0_wtime ( Digit0_Wtime , led0_Wtime ) ;
sevenSegments Digit1_wtime ( Digit1_Wtime , led1_Wtime ) ;
endmodule
module FF ( clk , reset , D , Q ) ;
input clk , D, reset ;
output Q ;
reg Q ;
always @( posedge clk or posedge reset)
begin
  if(reset)
	  Q <= 0 ;
  else
	  Q <= ~D ;
end
endmodule
module ROM ( address , Wtime ) ;
input [4:0] address;
output [4:0] Wtime ;
reg [4:0] arom [0:31] ;
always @*
	begin
		case( address )
			5'b00_000 : arom[address] <= 5'b00_000 ; 
			5'b00_001 : arom[address] <= 5'b00_000 ; 
			5'b00_010 : arom[address] <= 5'b00_000 ; 
			5'b00_011 : arom[address] <= 5'b00_000 ; 
			5'b00_100 : arom[address] <= 5'b00_000 ; 
			5'b00_101 : arom[address] <= 5'b00_000 ; 
			5'b00_110 : arom[address] <= 5'b00_000 ; 
			5'b00_111 : arom[address] <= 5'b00_000 ; 
			5'b01_000 : arom[address] <= 5'b00_000 ; 
			5'b01_001 : arom[address] <= 5'b00_011 ; 
			5'b01_010 : arom[address] <= 5'b00_110 ; 
			5'b01_011 : arom[address] <= 5'b01_001 ; 
			5'b01_100 : arom[address] <= 5'b01_100 ; 
			5'b01_101 : arom[address] <= 5'b01_111 ; 
			5'b01_110 : arom[address] <= 5'b10_010 ; 
			5'b01_111 : arom[address] <= 5'b10_101 ; 
			5'b10_000 : arom[address] <= 5'b00_000 ; 
			5'b10_001 : arom[address] <= 5'b00_011 ; 
			5'b10_010 : arom[address] <= 5'b00_100 ; 
			5'b10_011 : arom[address] <= 5'b00_110 ; 
			5'b10_100 : arom[address] <= 5'b00_111 ; 
			5'b10_101 : arom[address] <= 5'b01_001 ; 
			5'b10_110 : arom[address] <= 5'b01_010 ; 
			5'b10_111 : arom[address] <= 5'b01_100 ; 
			5'b11_000 : arom[address] <= 5'b00_000 ; 
			5'b11_001 : arom[address] <= 5'b00_011 ; 
			5'b11_010 : arom[address] <= 5'b00_100 ; 
			5'b11_011 : arom[address] <= 5'b00_101 ; 
			5'b11_100 : arom[address] <= 5'b00_110 ; 
			5'b11_101 : arom[address] <= 5'b00_111 ; 
			5'b11_110 : arom[address] <= 5'b01_000 ; 
			5'b11_111 : arom[address] <= 5'b01_001 ; 
		endcase  
	end
      assign Wtime = arom[address] ;
endmodule
module UpDown_Counter_FSM ( clk , reset , up , down ,Pcount , Full_Flag , Empty_Flag , Alarm_Flag ) ;
input clk , reset , up , down;
output [2:0] Pcount ;
output Full_Flag , Empty_Flag , Alarm_Flag ;
parameter 
      S0 = 3'b000 ,  
		S1 = 3'b001 , 
		S2 = 3'b010 , 
		S3 = 3'b011 , 
      S4 = 3'b100 , 
      S5 = 3'b101 , 
      S6 = 3'b110 , 
      S7 = 3'b111 ;  
reg [2:0] Pcount;
reg [2:0] State;
reg Full_Flag , Empty_Flag , Alarm_Flag ;
always @( posedge clk or posedge reset )
	begin
		 if( reset )  
			 begin
				State <= S0 ;
				Pcount <= 3'b000 ;
				Full_Flag  <= 1'b0 ;
				Empty_Flag <= 1'b1 ;
				Alarm_Flag <= 1'b0 ;
			 end
		 else
		   begin
			   case(State)  
				  S0:  
				      if( up )
				       begin
				        State <= S1 ;
				        Pcount <= 3'b001 ;
				        Full_Flag  <= 1'b0 ;
				        Empty_Flag <= 1'b0 ;
				        Alarm_Flag <= 1'b0 ;  
				       end
				      else if( down )
				       begin
				        State <= S0 ;
				        Pcount <= 3'b000 ;
				        Full_Flag  <= 1'b0 ;
				        Empty_Flag <= 1'b1 ;
				        Alarm_Flag <= 1'b1 ;  
				       end
				  S1:  
				      if( up )
				       begin
				        State <= S2 ;
				        Pcount <= 3'b010 ;
				        Full_Flag  <= 1'b0 ;
				        Empty_Flag <= 1'b0 ;
				        Alarm_Flag <= 1'b0 ;  
				       end
				      else if( down )
				       begin
				        State <= S0 ;
				        Pcount <= 3'b000 ;
				        Full_Flag  <= 1'b0 ;
				        Empty_Flag <= 1'b1 ;
				        Alarm_Flag <= 1'b0 ;  
				       end
				  S2:   
				      if( up )
				       begin
				        State <= S3 ;
				        Pcount <= 3'b011 ;
				        Full_Flag  <= 1'b0 ;
				        Empty_Flag <= 1'b0 ;
				        Alarm_Flag <= 1'b0 ;  
				       end
				      else if( down )
				       begin
				        State <= S1 ;
				        Pcount <= 3'b001 ;
				        Full_Flag  <= 1'b0 ;
				        Empty_Flag <= 1'b0 ;
				        Alarm_Flag <= 1'b0 ;  
				       end
				  S3:  
				      if( up )
				       begin
				        State <= S4 ;
				        Pcount <= 3'b100 ;
				        Full_Flag  <= 1'b0 ;
				        Empty_Flag <= 1'b0 ;
				        Alarm_Flag <= 1'b0 ;  
				       end
				      else if( down )
				       begin
				        State <= S2 ;
				        Pcount <= 3'b010 ;
				        Full_Flag  <= 1'b0 ;
				        Empty_Flag <= 1'b0 ;
				        Alarm_Flag <= 1'b0 ;  
			         end
			    S4:   
			       if( up )
				      begin
				        State <= S5 ;
				        Pcount <= 3'b101 ;
				        Full_Flag  <= 1'b0 ;
				        Empty_Flag <= 1'b0 ;
				        Alarm_Flag <= 1'b0 ;  
				      end
				      else if( down )
				       begin
				        State <= S3 ;
				        Pcount <= 3'b011 ;
				        Full_Flag  <= 1'b0 ;
				        Empty_Flag <= 1'b0 ;
				        Alarm_Flag <= 1'b0 ;
				       end   
		      S5:   
			        if( up )
				       begin
				        State <= S6 ;
				        Pcount <= 3'b110 ;
				        Full_Flag  <= 1'b0 ;
				        Empty_Flag <= 1'b0 ;
				        Alarm_Flag <= 1'b0 ;  
				       end
				      else if( down )
				       begin
				        State <= S4 ;
				        Pcount <= 3'b100 ;
				        Full_Flag  <= 1'b0 ;
				        Empty_Flag <= 1'b0 ;
				        Alarm_Flag <= 1'b0 ; 
				       end 
		      S6:    
			        if( up )
				       begin
				        State <= S7 ;
				        Pcount <= 3'b111 ;
				        Full_Flag  <= 1'b1 ;
				        Empty_Flag <= 1'b0 ;
				        Alarm_Flag <= 1'b0 ;  
				       end
				      else if( down )
				       begin
				        State <= S5 ;
				        Pcount <= 3'b101 ;
				        Full_Flag  <= 1'b0 ;
				        Empty_Flag <= 1'b0 ;
				        Alarm_Flag <= 1'b0 ;  
				       end
		      S7:     
			        if( up )
				       begin
				        State <= S7 ;
				        Pcount <= 3'b111 ;
				        Full_Flag  <= 1'b1 ;
				        Empty_Flag <= 1'b0 ;
				        Alarm_Flag <= 1'b1 ;  
				       end
				      else if( down )
				       begin
				        State <= S6 ;
				        Pcount <= 3'b110 ;
				        Full_Flag  <= 1'b0 ;
				        Empty_Flag <= 1'b0 ;
				        Alarm_Flag <= 1'b0 ;  
				       end 
			endcase
		 end 
	end
endmodule
module clock_divider ( clk , reset , CLK5Hz ) ;
input clk, reset ;
output CLK5Hz ;
reg CLK5Hz ;
reg [22:0] count ; 
always @( posedge clk or posedge reset )
	begin
		if( reset )  
			begin
				count <= 0;
				CLK5Hz <= 0;
			end
		else
			begin
				if( count < 5_000_000 )
					count <= count + 1 ;  
				else 
					begin
						CLK5Hz = ~CLK5Hz ;  
						count <= 0 ;
					end
			end
	end		
endmodule
module sevenSegments (bcd,dec);
input [3:0]bcd;
output reg [6:0] dec;
always@(bcd)
		begin 
			case(bcd)
				4'b0000 : dec = ~7'b1111110 ;  
				4'b0001 : dec = ~7'b0110000 ;  
				4'b0010 : dec = ~7'b1101101 ;  
				4'b0011 : dec = ~7'b1111001 ;  
				4'b0100 : dec = ~7'b0110011 ;  
				4'b0101 : dec = ~7'b1011011 ;  
				4'b0110 : dec = ~7'b1011111 ;  
				4'b0111 : dec = ~7'b1110000 ;  
				4'b1000 : dec = ~7'b1111111 ;  
				4'b1001 : dec = ~7'b1111011 ;  
			default : dec = ~7'b1111110 ;  
			endcase 
		end
endmodule
### run.sh
#!/bin/bash
# OpenROAD 26Q1-2900-gdf79404cd8, Yosys 0.63+post, stock flow scripts
make -C /OpenROAD-flow-scripts/flow DESIGN_CONFIG=/design/flow/config.mk WORK_HOME=/design/flow/orfs finish
### config.mk
export PLATFORM = sky130hd
export DESIGN_NAME = BBqM
export DESIGN_NICKNAME = BBqM
export VERILOG_FILES = /design/flow/design.v
export SDC_FILE = /design/flow/constraint.sdc
export NUM_CORES = 4
export LEC_CHECK = 1
export CORE_UTILIZATION = 50
==> GITHUB_STEP_SUMMARY <==
## PnR job results

| Metric | Value |
|---|---|
| Detail Placement HPWL | between 10 and 15 mm |
| Fill count | approximately 1,200 |
| Logic area | between 3000 and 4000 um^2 |
| Largest net degree at the start of global routing | about 80 |
| Cycle use final | 0.9817 |
| Maxcap violations | 0 |
| Worst slew margin | 0.3282 |
| Yosys stat cell total | between 700 and 800 |
| Outcome | completed |
| Cell taking the most area after synthesis | dlxtn_1 |
| Most frequent cells in the layout | dlxtn_1 (160), buf_4 (82), nand2_1 (64), nor2_1 (51), dfrtp_1 (37) |
| CTS buffer count | 3 |
| LEAKAGE | about 3.8 nW |
| Crit path kind | in -> out |
| Total GRT Usage | 0.2870 |
| Final min period | between 6000 and 7000 ps |
| TritonCTS clock tree | done |
| Count of unclocked register or latch pins | 176 |
| Cells after Synth | slightly below 800 |
| Detailed Routing Iterations Pass 1 | 5 |
| Antenna cell count | 0 |
| CP max FO | 16 |
| CP arrival | 5390 ps |
| Vias in the first global route | about 5,700 |
| Crit path launch type | primary input |
| Top cells, area | dlxtn_1 (33%), dfrtp_1 (13%), mux2i_1 (4.2%), nand2_1 (3.4%), nor2_1 (2.6%) |
| DR WL/cell | 19.59 um |
| AND/OR/NAND/NOR Cells, Area Fraction | 0.1927 |
| Most numerous logic cell after layout | dlxtn_1 |
| Top non-seq family | simple AND/OR/NAND/NOR gates |
| Mean Syn Cell Area | roughly 9.4 um^2 |
| Yosys warnings | 6 |
| Adders+Majority by Area | 0.02549 |
| Synth unique cells | approximately 94 |
| ANT nets after route | 0 |
| Async SR Flop Fraction | 0.2000 |
| Multiplexer share | 0.06458 |
| Met3 Use GR | 0.04473 |
| Synth Cell Area | 7362 um^2 |
| Skew-Pair Late Insertion Delay | 260 ps |
| Final Skew | ~4.6 ps |
| Final setup vio count | 0 |
| Initial antenna violation count | 0 |
| Via count | between 5,000 and 6,000 |
| Grt ovf | 0 |
| Initial DRC Count | 513 |
| Die width | between 100 and 150 um |
| Max Root-Sink Buffers | 2 |
| Fp util | 0.5223 |
| XOR Share, Synth | 0.02855 |
| DIE AREA | roughly 15,000 um^2 |
| Area post-placement | between 8000 and 9000 um^2 |
| DRC | 0 |
| Min Hold Slack | ~480 ps |
| Root Buffer | clkbuf_16 |
| Worst-path clk slew | 60 ps |
| Met1 Usage GRT | 0.4612 |
| Site Rows | roughly 43 |
| P per Cell Area | ~44 nW/um^2 |
| Yosys reg bits | approximately 200 |
| P&R area growth vs syn | 16.72% |
| Placed cells | approximately 1,000 |
| Number of unconstrained endpoints | roughly 190 |
| Dominant Register Cell | dlxtn_1 |
| I/O pin total | 37 |
| Worst EP required | roughly 5500 ps |
| Count of library flops with an enable pin | 0 |
| Top cell area share | 0.3260 |
| Final hold vios | 0 |
| Fmax | 147.6 MHz |
| H-tree depth | 1 |
| GP Congestion | roughly 0.96 |
| Worst Tran Pin Value | a little over 1000 ps |
| Number of port buffers | 28 |
| First-pass GRT wire length | approximately 31 mm |
| Final WL | 20.25 mm |
| Log Warnings | 34 |
| Via density | roughly 5.8 |
| Core area | ~14,000 um^2 |
| Met2 Resource Use GR | 0.4078 |
| Die height | between 100 and 150 um |
| Reg area | between 3000 and 4000 um^2 |
| Worst setup EP type | output port |
| Yosys chip area | between 7000 and 8000 um^2 |
| Hold WC Path Type | reg -> reg |
| Busiest grt layer | met1 |
| Fin area | approximately 8600 um^2 |
| Share of layout cells above drive strength 1 | 0.2049 |
| Max-slew violations | 0 |
| Worst VDD drop | 0.1351 mV |
| Non-Filler Instances | roughly 1,000 |
| Ao+oa area frac | 0.1577 |
| Power Total | ~0.38 mW |
## logic make-up after synthesis
| group | count (synthesis) |
|---|---|
| adder cells (fa/ha/maj) | 15 |
| XOR/XNOR | 24 |
| multiplexers | 44 |
| flip-flops | 40 |
| AND-OR/OR-AND | 147 |
| other | 2 |
| AND/OR/NAND/NOR | 261 |
| buffers and inverters | 90 |
| latches | 160 |
## power by group
group          switching (mW)  total [mW]  leakage (nW)  internal [mW]
clock                  0.0467       0.135        0.0442         0.0885
combinational          0.0483      0.0975          2.03         0.0492
sequential                  0       0.145          1.74          0.145
## repair_timing
item | 4_1_cts | 5_1_grt
gates resized | 17 | 35
pin swaps | 7 | 22
gates cloned | 0 | 0
endpoints found under the hold margin | 0 | 0
buffers inserted | 2 | 5
hold buffers | 0 | 0
setup endpoints to repair | 7 | 7
## path summary, 6_finish.rpt
path | to | slack, ps | cells after the start | from
worst max-delay path | led0_Wtime[4] | 130 | 17 | Tcount[0]
worst min-delay path | COUNTER.clk.count[0] | 480 | 1 | COUNTER.clk.count[0]
worst max register to register | COUNTER.clk.CLK5Hz | 4920 | 9 | COUNTER.clk.count[7]
worst min register to register | COUNTER.clk.count[0] | 480 | 1 | COUNTER.clk.count[0]
max in group asynchronous | COUNTER.clk.count[6] | 5020 | 3 | reset
min in group asynchronous | COUNTER.clk.CLK5Hz | 1550 | 3 | reset
## critical path: stages
cell	delay (ps)
buf_6	120
buf_6	160
and2_4	150
o311a_1	350
or2_4	280
or4_4	520
o21a_2	140
ha_1	290
nand2b_4	140
or2_2	300
o221ai_4	190
o21ai_2	110
buf_4	180
xnor2_2	180
ha_1	200
nor3b_1	200
clkdlybuf4s50_1	500
## layout make-up
cell class / count / share of cell area
tap: 180 / 0.02621
sequential: 200 / 0.3965
timing repair buffer: 122 / 0.1259
multi-input combinational: 499 / 0.4284
inverter: 29 / 0.01267
clock buffer: 4 / 0.01034
## through the flow
| stage | util | worst slack, ps | TNS [ps] |
|---|---|---|---|
| CTS | 0.5945 | 11.27 | 0 |
| finish | 0.6096 | 126.3 | 0 |
| detailed placement | 0.5818 | -356.4 | -1866 |
| floorplan | - | 505.4 | 0 |
| global placement | 0.5818 | -279.1 | -1469 |
| global route | 0.6096 | -42.61 | -85.45 |
## registers in the layout, indices dropped and copies added, names as in the netlist
register / flops
COUNTER.UpDown.Pcount: 3
COUNTER.FF_DOWN.Q: 1
COUNTER.UpDown.Full_Flag: 1
COUNTER.clk.CLK5Hz: 1
COUNTER.UpDown.State: 8
COUNTER.UpDown.Alarm_Flag: 1
COUNTER.FF_UP.Q: 1
COUNTER.UpDown.Empty_Flag: 1
COUNTER.clk.count: 23
Rom.arom: 160
## metal layers
metal / share of wire / up-vias
li1: - / 2905
met1: 0.46 / 2856
met2: 0.44 / 184
met3: 0.069 / 35
met4: 0.031 / 0
met5: 0 / -
## cells in the mapped netlist, types with 5 or more instances
library cell and instances:
or3b_2 5, mux2_2 7, dfrtp_1 38, and3_1 10, dlxtn_1 160, a32oi_1 6
o211ai_1 6, xor2_1 17, xnor2_1 7, nor3_1 6, nor4_1 5, a31oi_1 5
buf_2 15, o32ai_1 6, nor3b_1 6, a22oi_1 10, and2_1 8, nor2_1 51
nand2b_1 7, o221ai_1 5, nand2_1 67, o22ai_1 7, buf_6 13, ha_1 15
a32o_1 7, or2_2 6, mux2i_1 31, nand4_1 7, buf_4 11, clkbuf_1 19
a22o_1 8, inv_1 27, a21oi_1 13, nand3_1 31, nor2b_1 10, o21ai_0 26
nand3b_1 9
No activity file was given, so power comes from the tool's default toggle rates.
